<file path="run.sh">
#!/bin/bash
# OpenROAD 26Q1-2900-gdf79404cd8, Yosys 0.63+post, stock flow scripts
make -C /OpenROAD-flow-scripts/flow DESIGN_CONFIG=/design/flow/config.mk WORK_HOME=/design/flow/orfs finish
</file>
<file path="config.mk">
export PLATFORM = sky130hd
export DESIGN_NAME = ALU
export DESIGN_NICKNAME = ALU
export VERILOG_FILES = /design/flow/design.v
export SDC_FILE = /design/flow/constraint.sdc
export NUM_CORES = 4
export LEC_CHECK = 1
export CORE_UTILIZATION = 40
</file>
<file path="constraint.sdc">
current_design ALU

set clk_period 17.4
set clk_io_pct 0.2

create_clock -name clk0 -period $clk_period

set non_clock_inputs [all_inputs -no_clocks]
set_input_delay [expr $clk_period * $clk_io_pct] -clock clk0 $non_clock_inputs
set_output_delay [expr $clk_period * $clk_io_pct] -clock clk0 [all_outputs]
</file>
<file path="design.v">
module ALUcontrolLUT (
        output reg[2:0]     muxindex,
        output reg  invertB,
        input[2:0]  ALUcommand,
        output reg sltSet
    );
    always @(ALUcommand) begin
        case (ALUcommand)
            3'd0:  begin muxindex = 0; invertB=0; sltSet=0; end    
            3'd1:  begin muxindex = 0; invertB=1; sltSet=0; end
            3'd2:  begin muxindex = 1; invertB=0; sltSet=0; end    
            3'd3:  begin muxindex = 0; invertB=1; sltSet=1; end
            3'd4:  begin muxindex = 3; invertB=0; sltSet=0; end    
            3'd5: begin muxindex = 4; invertB=0; sltSet=0; end
            3'd6:  begin muxindex = 5; invertB=0; sltSet=0; end    
            3'd7:   begin muxindex = 6; invertB=0; sltSet=0; end
        endcase
    end
endmodule
module ALU (
        output[31:0]    result,
        output          carryout,
        output          zero,
        output          overflow,
        input[31:0]     operandA,
        input[31:0]     operandB,
        input[2:0]      command
    );
    wire bInv;
    wire [2:0] deviceChoice;
    wire [32:0] carry;
    wire [31:0] tempresult;
    wire notCommand2, notCommand1;
    wire tempOverflow;
    wire tempZero;
    wire sltRes;
    wire [31:0]sltResult;
    wire sltSameSign, sltOppTemp, sltOpp, notOverflow, sltChoice;
    ALUcontrolLUT aluControlLUT(deviceChoice,bInv,command, sltChoice);
    genvar i;
    generate
        for (i=0; i < 32; i=i+1) begin : ALUbit
            if (i == 0)
                begin
                    or #30(carry[i], 0, bInv);
                    structuralALU strucALU(tempresult[i], carry[i+1], operandA[i],operandB[i], carry[i], bInv, deviceChoice); 
            end else if (i == 31) 
                begin
                    structuralALU sALU(tempresult[i], carry[i+1], operandA[i],operandB[i], carry[i], bInv, deviceChoice); 
            end else 
                begin
                    structuralALU structureALU(tempresult[i], carry[i+1], operandA[i],operandB[i], carry[i], bInv, deviceChoice);
            end
        end
    endgenerate
    not #10(notCommand2, command[2]);
    not #10(notCommand1, command[1]);
    and #40 (carryout, carry[32], notCommand1, notCommand2);
    ourXOR ourxor(tempOverflow, carry[31], carryout);
    and #40 (overflow, tempOverflow, notCommand1, notCommand2);
    not #10(notOverflow, tempOverflow);
    and #30(sltOppTemp, tempresult[31], tempOverflow);
    and #30(sltOpp, sltOppTemp, operandA[31]);
    and #30(sltSameSign, tempresult[31], notOverflow);
    or #30(sltResult[0], sltSameSign, sltOpp);
    genvar j;
    generate
        for (j=1; j < 32; j=j+1) begin : ANDGenerator
            and #30(sltResult[j], 0, 0);
        end
    endgenerate
    thirtyTwoMux mux32(result, tempresult, sltResult, sltChoice);
    or #330(tempZero, result[0],result[1],result[2],result[3],result[4],result[5],result[6],result[7],result[8],result[9],result[10],result[11],result[12],result[13],result[14],result[15],result[16],result[17],result[18],result[19],result[20],result[21],result[22],result[23],result[24],result[25],result[26],result[27],result[28],result[29],result[30],result[31]);
    not #10(zero, tempZero);
endmodule
module structuralALU(
        output out,
        output carryout,
        input a,
        input b,
        input carryin,
        input bInvert,
        input[2:0] muxDevice
    );
    wire aXORb, bInv, bChoice, aXORb_AND_Carryin, aNANDb, aANDb, aADDb, aNORb, aORb, aXORb_AND_Carryin__nor__aAndb;
    nor #20(aNORb, a,b);
    not #10(aORb, aNORb);
    not #10(bInv, b);
    twoToOneMux twooneMux(bChoice, bInvert, b, bInv);
    ourXOR ourXor(aXORb, a,bChoice);
    ourXOR oXOR(aADDb, aXORb, carryin);
    nand #20(aNANDb, a,bChoice);
    not #10(aANDb, aNANDb);
    and #30(aXORb_AND_carryin, aXORb, carryin);
    nor #20(aXORb_AND_Carryin__nor__aAndb, aXORb_AND_carryin, aANDb);
    not #10(carryout,  aXORb_AND_Carryin__nor__aAndb);
    eightToOneMux eightonemux(aADDb,aXORb,1'b0,  aANDb,aNANDb ,aNORb,aORb ,aANDb, muxDevice, out );
endmodule
module ourXOR(output out, input a, input b);
	wire AnorB, AorB, AnandB, notXOR;
	nor #20(AnorB, a, b);
	not #10(AorB, AnorB);
	nand #20(AnandB, a, b);
	nand #20(notXOR, AnandB, AorB);
    not #10(out, notXOR);
endmodule
module twoToOneMux(output out, input address, input in0, input in1);
	wire nAddr, in0nandnAddr, in1nandAddr;
	not #10(nAddr, address);
	nand #20(in0nandnAddr, in0, nAddr);
	nand #20(in1nandAddr, in1, address);
	nand #20(out, in0nandnAddr, in1nandAddr);
endmodule 
module eightToOneMux(input in0, input in1, input in2, input in3, input in4,input in5, input in6,input in7, input[2:0] addr, output out );
    wire temp0, temp1, temp2, temp3, temp4, temp5, temp6, temp7, temp8, naddr0, naddr1, naddr2;
    not #10(naddr0, addr[0]);
    not #10(naddr1, addr[1]);
    not #10(naddr2, addr[2]);
    and #50(temp0, naddr0, naddr1, naddr2, in0);
    and #50(temp1, addr[0], naddr1, naddr2, in1);
    and #50(temp2, naddr0, addr[1], naddr2, in2);
    and #50(temp3, addr[0], addr[1], naddr2, in3);
    and #50(temp4, naddr0, naddr1, addr[2], in4);
    and #50(temp5, addr[0], naddr1, addr[2], in5);
    and #50(temp6, naddr0, addr[1], addr[2], in6);
    and #50(temp7, addr[0], addr[1], addr[2], in7);
    or #90(out, temp0, temp1, temp2, temp3, temp4, temp5, temp6, temp7);
endmodule
module thirtyTwoMux(output [31:0]out, input [31:0]in1, input [31:0]in2, input selector);
    wire notSelector;
    wire [31:0]andIn1;
    wire [31:0]andIn2;
    not #10(notSelector, selector);
    genvar i;
    generate
        for (i=0; i < 32; i=i+1) begin : ANDGenerator
            and #30(andIn1[i], in1[i], notSelector);
            and #30(andIn2[i], in2[i], selector);
            or #30(out[i], andIn1[i], andIn2[i]);
        end
    endgenerate
endmodule
module testALU;
    wire [31:0]out;
    wire overflow, cout, zero;
    reg [31:0]a;
    reg [31:0]b;
    reg [2:0]control;
    ALU alu(out, cout, zero, overflow, a, b, control);
    initial begin
        $dumpfile("alu.vcd");
        $dumpvars(0, testALU);
        $display("Command                  A                             B                  |                  R               | OFL CO     ZERO |              Exp R               Exp OFL Exp CO Exp Zero");
        $display("                                                               ");
        $display("                            ADD Tests                          ");
        control=3'b000; a=32; b=1; #10000
        $display("%b   %b  %b  | %b |  %b   %b    %b     |  00000000000000000000000000100001   0    0     0", control, a, b, out, overflow, cout, zero); 
	control=3'b000; a=2; b=3; #10000
        $display("%b   %b  %b  | %b |  %b   %b    %b     |  00000000000000000000000000000101   0    0     0", control, a, b, out, overflow, cout, zero);  
	control=3'b000; a=-2147483648; b=2147483648; #10000
        $display("%b   %b  %b  | %b |  %b   %b    %b     |  00000000000000000000000000000000   1    1     1", control, a, b, out, overflow, cout, zero); 
	control=3'b000; a=-8; b=2; #10000
        $display("%b   %b  %b  | %b |  %b   %b    %b     |  11111111111111111111111111111010   0    0     0", control, a, b, out, overflow, cout, zero); 
	control=3'b000; a=8; b=-2; #10000
        $display("%b   %b  %b  | %b |  %b   %b    %b     |  00000000000000000000000000000110   0    1     0", control, a, b, out, overflow, cout, zero);
	control=3'b000; a=-8; b=-9; #10000
        $display("%b   %b  %b  | %b |  %b   %b    %b     |  11111111111111111111111111101111   0    1     0", control, a, b, out, overflow, cout, zero);
	control=3'b000; a=-8; b=2; #10000
        $display("%b   %b  %b  | %b |  %b   %b    %b     |  11111111111111111111111111111010   0    0     0", control, a, b, out, overflow, cout, zero);
        control=3'b000; a=2147483648; b=2147483648; #10000
        $display("%b   %b  %b  | %b |  %b   %b    %b     |  00000000000000000000000000000000   1    1     1", control, a, b, out, overflow, cout, zero);
        control=3'b000; a=-1; b=-1; #10000
        $display("%b   %b  %b  | %b |  %b   %b    %b     |  11111111111111111111111111111110   0    1     0", control, a, b, out, overflow, cout, zero);
	control=3'b000; a=1; b=1; #10000
        $display("%b   %b  %b  | %b |  %b   %b    %b     |  00000000000000000000000000000010   0    0     0", control, a, b, out, overflow, cout, zero); 
        $display("                                                               ");
        $display("                            SUB Tests                          ");
        control=3'b001; a=1; b=0; #10000
        $display("%b   %b  %b  | %b |  %b   %b    %b     |  00000000000000000000000000000001   0    1     0", control, a, b, out, overflow, cout, zero);
        control=3'b001; a=1; b=32; #10000
        $display("%b   %b  %b  | %b |  %b   %b    %b     |  11111111111111111111111111100001   0    0     0", control, a, b, out, overflow, cout, zero);
	control=3'b001; a=1; b=-32; #10000
        $display("%b   %b  %b  | %b |  %b   %b    %b     |  00000000000000000000000000100001   0    0     0", control, a, b, out, overflow, cout, zero);
	control=3'b001; a=-1; b=32; #10000
        $display("%b   %b  %b  | %b |  %b   %b    %b     |  11111111111111111111111111011111   0    1     0", control, a, b, out, overflow, cout, zero);
	control=3'b001; a=-1; b=-32; #10000
        $display("%b   %b  %b  | %b |  %b   %b    %b     |  00000000000000000000000000011111   0    1     0", control, a, b, out, overflow, cout, zero);
	control=3'b001; a=-8; b=9; #10000
        $display("%b   %b  %b  | %b |  %b   %b    %b     |  11111111111111111111111111101111   0    1     0", control, a, b, out, overflow, cout, zero);
	control=3'b001; a=-8; b=-2; #10000
        $display("%b   %b  %b  | %b |  %b   %b    %b     |  11111111111111111111111111111010   0    0     0", control, a, b, out, overflow, cout, zero);
        control=3'b001; a=2147483648; b=-2147483648; #10000
        $display("%b   %b  %b  | %b |  %b   %b    %b     |  00000000000000000000000000000000   0    1     1", control, a, b, out, overflow, cout, zero);
        control=3'b001; a=-1; b=1; #10000
        $display("%b   %b  %b  | %b |  %b   %b    %b     |  11111111111111111111111111111110   0    1     0", control, a, b, out, overflow, cout, zero);
        $display("                                                               ");
        $display("                            XOR Tests                          ");
        control=3'b010; b=0; a=0; #10000
        $display("%b   %b  %b  | %b |  %b   %b    %b     |  0   0    0     1", control, a, b, out, overflow, cout, zero);
        control=3'b010; b=1; a=1; #10000
        $display("%b   %b  %b  | %b |  %b   %b    %b     |  0   0    0     1", control, a, b, out, overflow, cout, zero);
        control=3'b010; b=0; a=1; #10000
        $display("%b   %b  %b  | %b |  %b   %b    %b     |  1   0    0     0", control, a, b, out, overflow, cout, zero);
        control=3'b010; b=0; a=1; #10000
        $display("%b   %b  %b  | %b |  %b   %b    %b     |  1   0    0     0", control, a, b, out, overflow, cout, zero);
        $display("                                                               ");
        $display("                            SLT Tests                          ");
	control=3'b011; a=32;b=-1; #10000
        $display("%b   %b  %b  | %b |  %b   %b    %b     |  0   0    0     1", control, a, b, out, overflow, cout, zero);
	control=3'b011; a=-32;b=1; #10000
        $display("%b   %b  %b  | %b |  %b   %b    %b     |  1   0    0     0", control, a, b, out, overflow, cout, zero);
	control=3'b011; a=32;b=1; #10000
        $display("%b   %b  %b  | %b |  %b   %b    %b     |  0   0    0     1", control, a, b, out, overflow, cout, zero);
	control=3'b011; a=1;b=32; #10000
        $display("%b   %b  %b  | %b |  %b   %b    %b     |  1   0    0     0", control, a, b, out, overflow, cout, zero);
	control=3'b011; a=-32;b=-1; #10000
        $display("%b   %b  %b  | %b |  %b   %b    %b     |  1   0    0     0", control, a, b, out, overflow, cout, zero);
	control=3'b011; a=-1;b=-32; #10000
        $display("%b   %b  %b  | %b |  %b   %b    %b     |  0   0    0     1", control, a, b, out, overflow, cout, zero);
	control=3'b011; a=1;b=1; #10000
        $display("%b   %b  %b  | %b |  %b   %b    %b     |  0   0    0     1", control, a, b, out, overflow, cout, zero);
        $display("                                                               ");
        $display("                            AND Tests                          ");
        control=3'b100; b=0; a=0; #10000
        $display("%b   %b  %b  | %b |  %b   %b    %b     |  0   0    0     1", control, a, b, out, overflow, cout, zero);
        control=3'b100; b=1; a=1; #10000
        $display("%b   %b  %b  | %b |  %b   %b    %b     |  1   0    0     0", control, a, b, out, overflow, cout, zero);
        control=3'b100; b=0; a=1; #10000
        $display("%b   %b  %b  | %b |  %b   %b    %b     |  0   0    0     1", control, a, b, out, overflow, cout, zero);
        control=3'b100; b=1; a=0; #10000
        $display("%b   %b  %b  | %b |  %b   %b    %b     |  0   0    0     1", control, a, b, out, overflow, cout, zero);
        $display("                                                               ");
        $display("                           NAND Tests                          ");
        control=3'b101; b=0; a=0; #10000
        $display("%b   %b  %b  | %b |  %b   %b    %b     |  all 1   0    0     0", control, a, b, out, overflow, cout, zero);
        control=3'b101; b=1; a=1; #10000
        $display("%b   %b  %b  | %b |  %b   %b    %b     |  all1, last 0   0    0     0", control, a, b, out, overflow, cout, zero);
        control=3'b101; b=0; a=1; #10000
        $display("%b   %b  %b  | %b |  %b   %b    %b     |  all 1   0    0     0", control, a, b, out, overflow, cout, zero);
        control=3'b101; b=1; a=0; #10000
        $display("%b   %b  %b  | %b |  %b   %b    %b     |  all 1   0    0     0", control, a, b, out, overflow, cout, zero);
        $display("                                                               ");
        $display("                            NOR Tests                          ");
        control=3'b110; b=0; a=0; #10000
        $display("%b   %b  %b  | %b |  %b   %b    %b     |  all 1   0    0     0", control, a, b, out, overflow, cout, zero);
        control=3'b110; b=1; a=1; #10000
        $display("%b   %b  %b  | %b |  %b   %b    %b     |  all 1, last 0   0    0     0", control, a, b, out, overflow, cout, zero);
        control=3'b110; b=0; a=1; #10000
        $display("%b   %b  %b  | %b |  %b   %b    %b     |  all 1, last 0   0    0     0", control, a, b, out, overflow, cout, zero);
        control=3'b110; b=1; a=0; #10000
        $display("%b   %b  %b  | %b |  %b   %b    %b     |  all 1, last 0   0    0     0", control, a, b, out, overflow, cout, zero);
        $display("                                                               ");
        $display("                             OR Tests                          ");
        control=3'b111; b=0; a=0; #10000
        $display("%b   %b  %b  | %b |  %b   %b    %b     |  0   0    0     1", control, a, b, out, overflow, cout, zero);
        control=3'b111; b=1; a=1; #10000
        $display("%b   %b  %b  | %b |  %b   %b    %b     |  1   0    0     0", control, a, b, out, overflow, cout, zero);
        control=3'b111; b=1; a=0; #10000
        $display("%b   %b  %b  | %b |  %b   %b    %b     |  1   0    0     0", control, a, b, out, overflow, cout, zero);
        control=3'b111; b=0; a=1; #10000
        $display("%b   %b  %b  | %b |  %b   %b    %b     |  1   0    0     0", control, a, b, out, overflow, cout, zero);
    end
endmodule
</file>
==> impl_metrics.ini <==
; generated from flow reports
[finish]
n_sequential_cell = 0
regArea_um2 = 0
instances_no_fill = 634
drive_gt1_share_pct = 22.6
area_growth_pct = 47.6
clkbuf_count = 0

[routing]
ant_nets = 0
remaining_drc_errors = 0
drt_first_pass_iters = 4
routedWlPerCell_um = 16.5
drt-initial-drc-count = 117
antennaDiodeCount = 0
via_per_inst = 5.51
vias = 3496
drt-total-wl_um = 10500

[critical_path]
slowest_stage = fa_2
cp_max_fo = 3
start_kind = primary input
crit_type = in -> out
worstPathArrival_ns = 15.91
crit_top_cell = fa_2
cp.required_ns = 13.92
cpPeakStageDelay_ns = 0.42
critPathCaptureType = primary output

[logic_synthesis]
synth.avg_cell_area_um2 = 7.65
synth_seq_share_pct = 0
synth_top_area_share_pct = 19.7
synth.most_common_cell = nor2_1
ys_area_mm2 = 0.00315
yosysTopAreaCell = fa_1
synthCells = 412
yosysWarnings = 2
synth_cell_types = 49
syn_area_mm2 = 0.00315
area_leaders = fa_1, ha_1, xnor2_1
common_cells = nor2_1, nand2_1, ha_1
yosys_cells = 412

[floorplan]
dieArea_mm2 = 0.00824
rows = 32
ios = 102
fp.coreArea_mm2 = 0.00769
fp_util_pct = 41.0
die_h_um = 90.8
die_x_um = 90.8

[global_routing]
grt_overflow = 0
grt_max_degree = 32
grt_pass1_wl_um = 17300
grt_pass1_vias = 3485
grt_antenna_before_repair = 0
track_usage_pct = 26.9

[sta]
timing.fmax_mhz = 51.6
maxSlewHeadroom_pct = 52.3
hold_viol_final = 0
fin_crit_sh_pct = 111
setup_violations = 9
period_minus_slack_ns = 19.39
worst_slew_pin_slew_ns = 0.710
final-max-slew-violation-count = 0
whs_ns = 7.44
rsz0062_at_grt = true
setup_ws_ns = -1.99

[pwr]
peakVddDrop_mv = 0.0192
cellPowerDensity_mw_per_mm2 = 40.6
total_leakage_power_nw = 1.85

[placed_design]
hpwl_um = 8140
numPortBuffers = 102
dp_cells = 631
routabilityCongestion = 0.847

[run_status]
status = finished, violations left
violations = setup timing

[job]
max-cap-violations = 0
tool_warnings = 38

[worst_hold_path]
hold_class = in -> out
final timing paths:
kind	slack [ns]	cells past startpoint	from	to
setup / recovery	-1.99	40	command[2]	zero
hold / removal	7.44	4	command[2]	overflow
cell type report:
type                       count  area [µm²]
fill                         721        3040
tap                          102         128
timing repair buffer         151        1350
multi-input combinational    377        3160
inverter                       4        15.0
metal layers:
layer,wire (µm),vias to the layer above,global-route usage [%]
met5,0,-,0
met4,31,0,1.21
met3,835,2,6.26
met2,4770,129,43.6
met1,4820,1637,39.2
li1,-,1728,-
stage by stage:
step | area (µm²) | worst slack [ns] | total power, mW | setup TNS, ns | util (%)
floorplan | 3310 | -1.75 | 0.0980 | -8.24 | -
global placement | 4620 | -2.69 | 0.186 | -17.47 | 60.1
detailed placement | 4620 | -2.85 | 0.187 | -17.93 | 60.1
CTS | 4640 | -2.03 | 0.189 | -11.80 | 60.3
global route | 4650 | -2.29 | 0.211 | -13.92 | 60.5
finish | 4650 | -1.99 | 0.189 | -11.37 | 60.5
layout by cell type (no fill, tap or decap), types with 4 or more instances in the layout:
master / Yosys / layout
clkdlybuf4s50_1: 0 / 88
mux2_2: 6 / 6
o21ai_0: 15 / 13
a222oi_1: 5 / 5
o221ai_1: 12 / 12
o21a_1: 5 / 5
nand4_1: 5 / 5
a31oi_1: 7 / 7
nand2_1: 60 / 60
mux2i_1: 11 / 11
a211oi_1: 13 / 10
nor2_1: 69 / 69
a221oi_1: 8 / 6
fa_2: 0 / 31
xnor2_1: 33 / 31
a21oi_1: 20 / 20
buf_4: 3 / 50
buf_2: 10 / 8
ha_1: 36 / 36
mux2_4: 4 / 4
worst max-delay path: cells and delay by family:
kind / cells / cell delay (ns)
adders and majority gates: 31 / 10.94
and+or+nand+nor: 3 / 0.52
AOI/OAI and AO/OA: 3 / 0.59
buffers and inverters: 2 / 0.18
xor gates and xnor gates: 1 / 0.15
power by group:
part	internal [mW]	switching, mW	leakage [nW]
clock network	0	0	0
logic	0.106	0.0834	1.85
registers	0	0	0
cell families (layout without fill, tap and decap cells):
| group | after synthesis | count (layout) | share of synthesized area [%] |
|---|---|---|---|
| multiplexers | 22 | 22 | 7.90 |
| AND/OR/NAND/NOR | 159 | 159 | 21.7 |
| buffers and inverters | 35 | 155 | 5.64 |
| XOR/XNOR | 33 | 33 | 9.17 |
| adder cells (fa/ha/maj) | 67 | 67 | 34.0 |
| AND-OR/OR-AND | 96 | 96 | 21.6 |
timing repair:
action                                  in CTS  in global routing
endpoints found under the setup margin      11                 10
buffers inserted                             4                  1
pin swaps                                   10                  9
endpoints found under the hold margin        0                  0
gates resized                               46                  1
hold buffers                                 0                  0
cloned                                       0                  0
Power is estimated from default activity; no workload was simulated.
