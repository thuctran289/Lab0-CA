$ cat ./run.sh
#!/bin/bash
# OpenROAD 26Q1-2900-gdf79404cd8, Yosys 0.63+post, stock flow scripts
make -C /OpenROAD-flow-scripts/flow DESIGN_CONFIG=/design/flow/config.mk WORK_HOME=/design/flow/orfs finish
$ cat ./config.mk
export PLATFORM = sky130hd
export DESIGN_NAME = datamemory_breakable
export DESIGN_NICKNAME = datamemory_breakable
export VERILOG_FILES = /design/flow/design.v
export SDC_FILE = /design/flow/constraint.sdc
export NUM_CORES = 4
export LEC_CHECK = 1
export CORE_UTILIZATION = 40
$ cat ./constraint.sdc
current_design datamemory_breakable

set clk_period 17.7
set clk_io_pct 0.2

create_clock -name clk0 -period $clk_period [get_ports {clk}]

set non_clock_inputs [all_inputs -no_clocks]
set_input_delay [expr $clk_period * $clk_io_pct] -clock clk0 $non_clock_inputs
set_output_delay [expr $clk_period * $clk_io_pct] -clock clk0 [all_outputs]
$ cat ./design.v
module datamemory
#(
    parameter addresswidth  = 7,
    parameter depth         = 2**addresswidth,
    parameter width         = 8
)
(
    input 		                clk,
    output reg [width-1:0]      dataOut,
    input [addresswidth-1:0]    address,
    input                       writeEnable,
    input [width-1:0]           dataIn
);
    reg [width-1:0] memory [depth-1:0];
    always @(posedge clk) begin
        if(writeEnable)
            memory[address] <= dataIn;
        dataOut <= memory[address];
    end
endmodule
module datamemory_breakable
#(
    parameter addresswidth  = 7,
    parameter depth         = 2**addresswidth,
    parameter width         = 8
)
(
    input                       clk,
    output reg [width-1:0]      dataOut,
    input [addresswidth-1:0]    address,
    input                       writeEnable,
    input [width-1:0]           dataIn,
    input                       faultactive
);
    reg [width-1:0] memory [depth-1:0];
    always @(posedge clk) begin
        if(writeEnable)
            memory[address] <= dataIn;
        if(faultactive == 1)
            dataOut <= 0;
        else
            dataOut <= memory[address];
    end
endmodule
==> qor.txt <==
Final Cycle Share - 42.40%
Post-synthesis cell area - 40290 µm²
Routed length per instance - 32.03 µm
Final hold vios - 0
Setup CP Type - input port to flip-flop
Number of global-route vias before repair - 25.66k
Syn_area_per_cell - 16.73 µm²
Dominant register cell - edfxtp_1
Setup ws final - 10.19 ns
Sink Count - 1032
CTS Hold Bufs - 0
Post-route ant nets - 0
Crit path from - address[2]
Largest family of logic cells by area - AND-OR/OR-AND gates
#FFs+latches synth - 1032
Simple-gate portion of the synthesized area - 3.972%
Final Setup Violations - 0
Adder share - 0%
# IOs - 26
Die Y - 319.4 µm
First-pass GRT wire length - 177.4 mm
Num CTS Buffers - 105
P per Cell Area - 113.4 nW/µm²
WP data arrival - 7.78 ns
YS chip area - 40290 µm²
Seq share, synth - 76.71%
Distinct cells, synth - 65
Mux area share - 5.937%
Pre-antenna DRT Iters - 7
Largest net degree at the start of global routing - 107
RSZ-0062 raised after global routing - false
Placeable Area - 100000 µm²
Hold/Removal Path Class - flip-flop to flip-flop
Clock slew at reported path FFs - 0.06 ns
Placement Cell Area - 42090 µm²
Die W - 319.4 µm
DP Worst Slack - 9.738 ns
Critical Path Fanout Max - 40
Post-route cell area - 45390 µm²
Post-cts gate resize count - 0
Max Fclk - 133.2 MHz
Synth async-reset ratio - 0%
Post-CTS Setup Inserts - 0
Yosys cell count - 2408
Tally of yosys warning messages - 1
FP Rows - 116
Worst IR drop on VDD - 0.00007972 V
AO/OA Area Share - 11.16%
Reg2Reg Capture Point - dataOut[1]
Routed wire length - 123.2 mm
Grt ovf - 0
R2R depth - 7
Worst Setup End Kind - flip-flop
Routed vias - 24.20k
Layout Skew - 0.04296 ns
Crit start category - input port
DR vias/cell - 6.292
Outcome - completed
Max-Cap Viols - 0
Rel. slew slack - 22.66%
Yosys xor share - 0%
Antenna violations before repair - 2
Min cycle time layout - 7.505 ns
OpenROAD warnings - 28
Crit path capture - memory[12][3]
Gate Count Post-Synth - 2408
Latency at later pin - 0.68 ns
Worst Path Required - 17.97 ns
EDFF count, synth - 1024
Starting Density - 40.29%
Clk root buf - clkbuf_16
H-tree levels - 3
Area Growth Syn to Fin - 12.66%
Total die size - 102000 µm²
Total track usage - 26.40%
Worst Tran Pin Value - 1.156 ns
Share of layout cells above drive strength 1 - 14.57%
P_leak - 0.01411 µW
Initial DRC Count - 1851
DRC errors left - 0
DP HPWL - 73.59 mm
Gpl congestion - 0.9897
RR Startpoint - memory[87][1]
Setup TNS - 0 ns
Max clock buf depth - 3
PortBufs - 25
CTS tree - yes
Final Max Tran Viols - 0
Reg2Reg Setup Slack - 15.09 ns
==> Yosys cell counts (all sizes together) (6+ instances only) <==
cell type  number  share of area, %
edfxtp       1024                76
nor2          198               1.9
a221oi        175               3.8
a21oi         117               1.5
buf           107               1.5
nand2         106              0.99
a22oi          89               1.7
mux2i          86               2.1
o21ai          86               1.1
mux2           78               2.2
clkbuf         66              0.61
o22ai          32              0.50
mux4           29               1.6
o221ai         21              0.46
nor2b          15              0.23
nand3          12              0.15
nor3           12              0.15
a31oi          11              0.17
a221o           9              0.22
o2111ai         9              0.20
o22a            9              0.20
a211oi          8              0.15
dfxtp           8              0.40
nand4           6             0.093
==> metal layers <==
metal  part of all wire, %  vias up  global-route usage (%)
li1                      -     9953                       -
met1                    33    11960                   31.96
met2                    45     1985                   37.46
met3                    18      286                   20.19
met4                   3.6       20                   7.083
met5                  0.57        -                   5.154
==> area by class of cell <==
type                            count  area (µm²)
Fill cell                        8205       54610
Sequential cell                  1032       30910
Multi-Input combinational cell   1196        8541
Clock buffer                      134        2800
Tap cell                         1298        1624
Timing Repair Buffer              122       991.0
Clock inverter                     56       498.0
Inverter                            7       27.53
Antenna cell                        1       2.502
==> worst min-delay path by stage <==
stage / startpoint / endpoint / slack, ns / cells after the start
after CTS: memory[53][0] / dataOut[0] / 0.79 / 5
final: memory[53][0] / dataOut[0] / 0.79 / 5
after global routing: memory[53][0] / dataOut[0] / 0.87 / 5
==> cells by family after synthesis <==
group           Yosys count
flops                  1032
compound gates          625
simple gates            378
mux                     193
buf+inv                 180
==> report_power, final <==
part / switching, µW / leakage (µW) / internal, µW
clock network: 897 / 0.00160 / 1240
registers: 6.77 / 0.00927 / 2700
logic: 225 / 0.00323 / 80.2
==> sequential cells by signal, indices dropped and copies added (netlist names) <==
name     flops
memory    1024
dataOut      8
==> through the flow <==
| step | utilization (%) | cells | hold WS, ns | power (µW) |
|---|---|---|---|---|
| final | 45.39 | 3846 | 0.7887 | 5148 |
| after global routing | 45.39 | 3846 | 0.8746 | 5274 |
| after CTS | 45.39 | 3845 | 0.7930 | 5159 |
| after detailed placement | 42.09 | 3655 | 0.7764 | 3053 |
| after global placement | 42.09 | 3655 | 0.7870 | 3050 |
| after floorplan | - | 2408 | 0.6457 | 2897 |
==> worst max-delay path: stages <==
cell	delay, ns
clkbuf_8	0.33
buf_4	0.60
nand2b_1	0.49
nor2_1	1.00
nand2_1	0.49
buf_4	0.38
nor2_1	0.83
==> cells in the final DEF, fill, tap and decap left out, drive strengths merged, types with 11 or more instances in the layout <==
cell type         n
clkdlybuf4s50    13
mux2i            86
clkbuf          136
buf             107
nand3            12
a31oi            11
clkinv           46
o22ai            32
o21ai            86
nor2            198
a21oi           117
o221ai           21
nor3             12
edfxtp         1024
nor2b            15
a221oi          175
a22oi            89
nand2           106
mux2             78
mux4             29
Power is estimated from default activity; no workload was simulated.
