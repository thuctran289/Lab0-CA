==> flow/config.mk <==
export PLATFORM = sky130hd
export DESIGN_NAME = spiMemory
export DESIGN_NICKNAME = spiMemory
export VERILOG_FILES = /design/flow/design.v
export SDC_FILE = /design/flow/constraint.sdc
export NUM_CORES = 4
export LEC_CHECK = 1
export CORE_UTILIZATION = 30
==> flow/run.sh <==
#!/bin/bash
# OpenROAD 26Q1-2900-gdf79404cd8, Yosys 0.63+post, stock flow scripts
make -C /OpenROAD-flow-scripts/flow DESIGN_CONFIG=/design/flow/config.mk WORK_HOME=/design/flow/orfs finish
==> flow/constraint.sdc <==
current_design spiMemory

set clk_period 12.7
set clk_io_pct 0.2

create_clock -name clk0 -period $clk_period [get_ports {clk}]

set non_clock_inputs [all_inputs -no_clocks]
set_input_delay [expr $clk_period * $clk_io_pct] -clock clk0 $non_clock_inputs
set_output_delay [expr $clk_period * $clk_io_pct] -clock clk0 [all_outputs]
==> flow/design.v <==
module addresslatch
(
	input clk,
	input [7:0] d,
	input addr_we,
	output reg [7:0] q
);
	always @(posedge clk) begin    
		if (addr_we)
			q<=d;
	end
endmodule
module datamemory
#(
    parameter addresswidth  = 7,
    parameter depth         = 2**addresswidth,
    parameter width         = 8
)
(
    input 		                clk,
    output reg [width-1:0]      dataOut,
    input [addresswidth-1:0]    address,
    input                       writeEnable,
    input [width-1:0]           dataIn
);
    reg [width-1:0] memory [depth-1:0];
    always @(posedge clk) begin
        if(writeEnable)
            memory[address] <= dataIn;
        dataOut <= memory[address];
    end
endmodule
module datamemory_breakable
#(
    parameter addresswidth  = 7,
    parameter depth         = 2**addresswidth,
    parameter width         = 8
)
(
    input                       clk,
    output reg [width-1:0]      dataOut,
    input [addresswidth-1:0]    address,
    input                       writeEnable,
    input [width-1:0]           dataIn,
    input                       faultactive
);
    reg [width-1:0] memory [depth-1:0];
    always @(posedge clk) begin
        if(writeEnable)
            memory[address] <= dataIn;
        if(faultactive == 1)
            dataOut <= 0;
        else
            dataOut <= memory[address];
    end
endmodule
module dflipflop
(
	input clk,
	input d,
	input addr_we,
	output reg q
);
	always @(posedge clk) begin   
		if (addr_we)
			q<=d;
	end
endmodule
module finitestatemachine(
	   	input sclk,    
	   	input CS,      
        input shiftOutP,   
        output reg MISO_BUFF,   
        output reg DM_WE,   
        output reg ADDR_WE,   
        output reg SR_WE   
);
	parameter 	SIZE = 3;  
	parameter	GET = 0,
				GOT = 1,
				READ1 = 2, 
				READ2 = 3,
				READ3 = 4,
				WRITE1 = 5,
				WRITE2 = 6,
				DONE = 7;
	reg [3:0] counter;  
	reg [SIZE-1:0] state;
	always @(posedge sclk) begin
		if (CS) begin   
			state <= GET;
			counter <= 0;
		end else begin
			MISO_BUFF <= 0;
			DM_WE <= 0;
			ADDR_WE <= 0;
			SR_WE <= 0;
			case(state)
				GET: begin
					if (counter == 8) begin
						state <= GOT;
					end else begin
						counter <= counter + 1;
					end
					end
				GOT: begin  
					counter <= 0;
					ADDR_WE <= 1;
					if (shiftOutP)  
						state <= READ1;  
					else  
						state <= WRITE1;  
					end
				READ1: begin  
					state <= READ2;
					end
				READ2: begin   
					SR_WE <= 1;   
					state <= READ3;
					end
				READ3: begin  
					MISO_BUFF <= 1;
					if (counter == 8) begin
						state <= DONE;
					end else begin
						counter <= counter + 1;
					end
					end
				WRITE1: begin   
					if (counter == 8) begin
						state <= WRITE2;
					end else begin
						counter <= counter + 1;
					end
					end
				WRITE2: begin   
					DM_WE <= 1;  
					state <= DONE;
					end
				DONE: begin   
					counter <= 0;
					end
		endcase
		end
	end
endmodule
module inputconditioner
(
input 	    clk,             
input	    noisysignal,     
output reg  conditioned,     
output reg  positiveedge,    
output reg  negativeedge     
);
    parameter counterwidth = 3;  
    parameter waittime = 3;      
    reg[counterwidth-1:0] counter = 0;
    reg synchronizer0 = 0;
    reg synchronizer1 = 0;
    always @(posedge clk) begin
        positiveedge <= 0;
        negativeedge <= 0;
        if(conditioned == synchronizer1)
        begin
            counter <= 0;
        end
        else begin
            if(counter == waittime) begin
                counter <= 0;
                conditioned <= synchronizer1;
                positiveedge <= !conditioned;
                negativeedge <= conditioned;
            end
            else
                counter <= counter+1;  
        end
        synchronizer0 <= noisysignal;
        synchronizer1 <= synchronizer0;
    end
endmodule
module shiftregister
#(parameter width = 8)
(
input               clk,                 
input               peripheralClkEdge,   
input               parallelLoad,        
input  [width-1:0]  parallelDataIn,      
input               serialDataIn,        
output [width-1:0]  parallelDataOut,     
output              serialDataOut        
);
    reg [width-1:0]      shiftregistermem;
    always @(posedge clk) begin
        if(parallelLoad == 1) begin 
            shiftregistermem <= parallelDataIn;
        end else if(peripheralClkEdge==1) begin
            shiftregistermem <= {shiftregistermem[width-2:0], serialDataIn};
        end
    end
    assign parallelDataOut  = shiftregistermem;
    assign serialDataOut = shiftregistermem[width-1];
endmodule
module spiMemory
(
    input           clk,         
    input           sclk_pin,    
    input           cs_pin,      
    output          miso_pin,    
    input           mosi_pin,    
    input           fault_pin,   
    output [3:0]    leds         
);
	wire serialout;
	wire [2:0] conditioned; 
	wire [2:0] positiveedge;  
	wire [2:0] negativeedge;  
	wire SR_WE, MISO_BUFF, DM_WE, ADDR_WE;
	wire [7:0] dout, shiftRegOutP, dataMemOut;
	wire shiftRegOutS;
	wire [7:0] address;
	wire q;
	inputconditioner MOSI(clk, mosi_pin, conditioned[0], positiveedge[0], negativeedge[0]);
	inputconditioner SCLK(clk, sclk_pin, conditioned[1], positiveedge[1], negativeedge[1]);
	inputconditioner CS(clk, cs_pin, conditioned[2], positiveedge[2], negativeedge[2]);
	shiftregister sr(clk, positiveedge[1], SR_WE, dataMemOut, conditioned[0], shiftRegOutP, shiftRegOutS);
	addresslatch al(clk, shiftRegOutP, ADDR_WE, address);
	finitestatemachine fsm(positiveedge[1], conditioned[2], shiftRegOutP[0], MISO_BUFF, DM_WE, ADDR_WE, SR_WE);
	dflipflop dff(clk, shiftRegOutS, negativeedge[1], q);
	tristatebuffer tsb(MISO_BUFF, q, miso_pin);
	datamemory dm(clk, dataMemOut, address[6:0], DM_WE, shiftRegOutP);
endmodule
module tristatebuffer
(
	input MISO_BUFF,
	input q,
	output miso_pin
);
	assign miso_pin = MISO_BUFF?q: 'bz;
endmodule
==> flow_metrics.py <==
# Flow results
metrics = {
    "sta": {
        "finalSetupViolCount": 0,
        "unclocked_pins": 15,
        "worstMarginPinSlew_ns": 1.03,
        "rsz0062_at_grt": "no",
        "slew_violations": 0,
        "setup_ws_ns": 7.80,
        "untimed_endpoints": 25,
        "skew_ns": 0.0409,
        "hold_ws_ns": 0.328,
        "fmax_ghz": 0.204,
        "fin_crit_ns": 4.90,
        "hold_violations": 0,
        "slew_headroom_pct": 31.0,
        "tns_ns": 0,
        "min_period_over_period_pct": 38.6,
    },
    "place": {
        "portBuffers": 4,
        "hpwl_um": 73600,
        "pre_cts_slack_ns": 7.89,
        "place_area_mm2": 0.0453,
        "gp_congestion": 0.913,
    },
    "global_route": {
        "grt_first_pass_wirelength_um": 180000,
        "track_usage_pct": 18.6,
        "antenna_found_initial": 2,
        "gr-total-overflow": 0,
        "grt_pass1_vias": 25944,
        "grt_max_degree": 130,
    },
    "worst_setup_path": {
        "rr_worst_depth": 11,
        "cp-start-kind": "flip-flop",
        "worst_setup_path_end_kind": "flip-flop",
        "cp_cell_sequence": "buf_4, buf_4, buf_4, nor3b_4, buf_4, buf_4, a22oi_1, a211oi_1, a2111oi_0, o31ai_1, or4_1",
        "cp.arrival_ns": 5.53,
        "crit_path_top_delay_cell": "edfxtp_1",
        "cpMostUsedCell": "buf_4",
        "cp_max_fo": 46,
        "cp_slowest_stage_delay_ns": 0.76,
        "cp.required_ns": 13.32,
        "crit_type": "reg -> reg",
    },
    "yosys": {
        "edf_count": 1046,
        "ys.flop_type": "edfxtp_1",
        "synth_seq_share_pct": 75.8,
        "syn_area_per_cell_um2": 16.4,
        "yosys_warnings": 11,
        "netlist_instances": 2592,
        "async_flop_share_pct": 0,
        "ys_cells": 2592,
        "ys_ff": 1083,
        "yosysChipArea_mm2": 0.0424,
        "synthesis.area_mm2": 0.0424,
        "ys_types": 81,
    },
    "layout": {
        "final_layout_size_suffix_gt1_share_pct": 15.9,
        "n_fill_cell": 13077,
        "utilization_pct": 34.9,
        "design_area_mm2": 0.0488,
        "area_growth_pct": 15.0,
    },
    "power_and_ir_drop": {
        "swShare_pct": 20.2,
        "p_sw_mw": 1.45,
        "seq_power_share_pct": 54.0,
        "ir_worst_vdd_mv": 0.108,
        "power_leakage_nw": 15.4,
        "pwr-share-clk_pct": 43.8,
        "p_int_mw": 5.71,
        "combinationalPowerShare_pct": 2.2,
        "pwr_density_cell_mw_per_mm2": 147,
    },
    "route": {
        "first_iter_violations": 1933,
        "vias": 24902,
        "vias_per_cell": 5.36,
        "drc": 0,
        "wl_um": 124000,
        "ant_nets": 0,
        "firstDrtPassIters": 6,
        "wl_per_cell_um": 26.8,
    },
    "clocking": {
        "cts_tree": "built",
        "numCtsBuffers": 108,
        "cts_resized": 0,
        "clk_pin_slew_worst_paths_ns": 0.06,
        "cts_setup_buffers": 0,
        "clk_latency_ns": 0.70,
        "cts-root-buf": "clkbuf_16",
        "cts_hold_buf": 0,
        "clock_path_buffers": 3,
        "htree_levels": 3,
    },
    "run": {
        "cap_violations": 0,
        "warnings": 31,
    },
    "die": {
        "rows": 137,
        "initCoreUtil_pct": 30.3,
        "dieWidth_um": 378,
        "core_area_mm2": 0.140,
        "chip_area_mm2": 0.143,
        "die_height_um": 378,
        "ioPinCount": 10,
    },
    "outcome": {
        "status": "finished clean",
    },
    "hold_path": {
        "worstHoldPathCells": 0,
        "hold_class": "reg -> reg",
    },
}
-- Yosys cell counts, drive strengths merged (13+ instances only) --
library cell     n  area [um2]
dfxtp           37         741
a221oi         165        1450
nor2b           21         131
clkbuf          80         300
mux4            20         450
mux2            66         743
buf            117         606
nand2          109         409
and2            18         113
a21bo           13         130
nand2b          23         144
a22o            27         236
o21ai           66         330
a221o           19         190
nor3            22         110
edfxtp        1046       31400
inv             15        56.3
nor2           184         693
o22ai           27         169
a211oi          21         158
o2bb2ai         20         175
mux2i           78         781
a222oi          26         260
a22oi           74         556
a21oi          108         541
-- critical path, delay by kind of cell (launching register included) --
kind            cells  cell delay [ns]
buf+inv             5             2.24
flops               1             0.76
compound gates      4             1.27
simple gates        2             0.49
-- layout make-up --
type	instances	area (um2)	share of cell area (%)
antenna	1	2.50	0.00513
clock buffer	134	2840	5.83
clock inverter	65	657	1.35
inverter	17	66.3	0.136
multi-input combinational	1298	9360	19.2
sequential	1083	32200	65.9
tap	1876	2350	4.81
timing repair buffer	173	1330	2.74
-- final timing paths --
kind                   endpoint  slack, ns               start
min reg2reg  SCLK.synchronizer1       0.33  SCLK.synchronizer0
max reg2reg       dm.dataOut[1]       7.80             al.q[1]
min          SCLK.synchronizer1       0.33  SCLK.synchronizer0
max               dm.dataOut[1]       7.80             al.q[1]
-- state kept, by name, summed over array words and instances (netlist names), 3 cells and up --
register             flops
sr.shiftregistermem      8
dm.dataOut               8
SCLK.counter             3
fsm.counter              4
fsm.state                8
MOSI.counter             3
al.q                     7
dm.memory             1024
CS.counter               3
-- cell usage in the layout (no fill, tap or decap), types with 37 or more instances in the layout --
cell          n
edfxtp_1   1046
buf_4       167
a21oi_1     108
mux2i_1      78
clkbuf_16   110
dfxtp_1      37
mux2_2       66
o21ai_0      66
a22oi_1      74
nor2_1      181
nand2_1     109
a221oi_1    165
-- routing by layer --
layer  vias to the layer above  global-route usage [%]  wire length (um)
li1                      10727                       -                 -
met1                     12405                    21.6             43100
met2                      1507                    27.6             56700
met3                       261                    13.2             20100
met4                         2                    5.50              4450
met5                         -                   0.103                13
-- stage by stage --
| step | power (mW) | instances |
|---|---|---|
| finish | 7.16 | 4647 |
| global route | 7.34 | 4646 |
| CTS | 7.20 | 4646 |
| detailed placement | 4.10 | 4447 |
| global placement | 4.10 | 4447 |
| floorplan | 4.03 | 2595 |
-- power by group through the flow --
stage / registers, mW / clock network (mW) / logic, mW
CTS: 3.86 / 3.17 / 0.159
global route: 3.86 / 3.31 / 0.172
finish: 3.86 / 3.13 / 0.161
-- cell families (layout without fill, tap and decap cells) --
family                     after synthesis  after routing  synth area share [%]
AOI/OAI and AO/OA                      669            669                  12.0
xor gates and xnor gates                 4              4                0.0826
adders and majority gates                8              8                 0.236
buffers and inverters                  214            389                  2.29
DFF                                   1083           1083                  75.8
muxes                                  164            164                  4.66
other                                    1              5               0.00884
and+or+nand+nor                        449            449                  4.95
Power figures rest on the tool's default switching activity, not on a simulated workload.
